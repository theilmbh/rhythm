**flow/run.sh**
```bash
#!/bin/bash
# OpenROAD 26Q1-2900-gdf79404cd8, Yosys 0.63+post, stock flow scripts
make -C /OpenROAD-flow-scripts/flow DESIGN_CONFIG=/design/flow/config.mk WORK_HOME=/design/flow/orfs finish
```
**flow/config.mk**
```make
export PLATFORM = sky130hd
export DESIGN_NAME = ddr2_state_machine
export DESIGN_NICKNAME = ddr2_state_machine
export VERILOG_FILES = /design/flow/design.v
export SDC_FILE = /design/flow/constraint.sdc
export NUM_CORES = 4
export LEC_CHECK = 1
export CORE_UTILIZATION = 40
```
**flow/constraint.sdc**
```tcl
current_design ddr2_state_machine

set clk_period 6.0
set clk_io_pct 0.2

create_clock -name clk0 -period $clk_period [get_ports {clk}]

set non_clock_inputs [all_inputs -no_clocks]
set_input_delay [expr $clk_period * $clk_io_pct] -clock clk0 $non_clock_inputs
set_output_delay [expr $clk_period * $clk_io_pct] -clock clk0 [all_outputs]
```
**flow/design.v**
```verilog
`timescale 1ns/1ps
module ddr2_state_machine
	(
	input  wire          clk,
	input  wire          reset,
	input  wire          writes_en,
	input  wire          reads_en,
	input  wire          calib_done, 
	output reg           ib_re,
	input  wire [63:0]   ib_data,
	input  wire [8:0]    ib_count,
	input  wire          ib_valid,
	input  wire          ib_empty,
	output reg           ob_we,
	output reg  [63:0]   ob_data,
	input  wire [8:0]    ob_count,
	output reg           p0_rd_en_o, 
	input  wire          p0_rd_empty,
	input  wire [31:0]   p0_rd_data,
	input  wire          p0_cmd_full,
	output reg           p0_cmd_en,
	output reg  [2:0]    p0_cmd_instr,
	output reg  [29:0]   p0_cmd_byte_addr,
	output wire [5:0]    p0_cmd_bl_o, 
	input  wire          p0_wr_full,
	output reg           p0_wr_en,
	output reg  [31:0]   p0_wr_data,
	output wire [3:0]    p0_wr_mask,
	output reg [29:0]    cmd_byte_addr_wr,
	output reg [29:0]    cmd_byte_addr_rd
	);
	localparam BURST_LEN      = 2;   
	wire        rd_fifo_afull;
	reg  [5:0]  burst_cnt;
	reg         write_mode;
	reg         read_mode;
	reg         reset_d;
	assign p0_cmd_bl_o = BURST_LEN - 1;
	assign p0_wr_mask = 4'b0000;
	always @(posedge clk) write_mode <= writes_en;
	always @(posedge clk) read_mode <= reads_en;
	always @(posedge clk) reset_d <= reset;
	integer state;
	localparam s_idle1  = 0,
				  s_idle2  = 1,
				  s_write1 = 10,
				  s_write2 = 11,
				  s_write3 = 12,
				  s_write4 = 13,
				  s_read1 = 20,
				  s_read2 = 21,
				  s_read3 = 22,
				  s_read4 = 23,
				  s_read5 = 24;
	always @(posedge clk) begin
		if (reset_d) begin
			state           <= s_idle1;
			burst_cnt       <= 3'b000;
			cmd_byte_addr_wr  <= 0;
			cmd_byte_addr_rd  <= 0;
			p0_cmd_instr <= 3'b0;
			p0_cmd_byte_addr <= 30'b0;
		end else begin
			p0_cmd_en  <= 1'b0;
			p0_wr_en <= 1'b0;
			ib_re <= 1'b0;
			p0_rd_en_o   <= 1'b0;
			ob_we <= 1'b0;
			case (state)
				s_idle1: begin
					burst_cnt <= BURST_LEN;
					if (calib_done==1 && write_mode==1 && (ib_count >= BURST_LEN/2)) begin
						state <= s_write1;
					end else begin
						state <= s_idle2;
					end
				end
				s_write1: begin
					state <= s_write2;
					ib_re <= 1'b1;
				end
				s_write2: begin
					if(ib_valid==1) begin
						p0_wr_data <= ib_data[31:0];
						p0_wr_en   <= 1'b1;
						burst_cnt <= burst_cnt - 2;
						state <= s_write3;
					end
				end
				s_write3: begin
					p0_wr_data <= ib_data[63:32];
					p0_wr_en   <= 1'b1;
					if (burst_cnt == 3'd0) begin
						state <= s_write4;
					end else begin
						state <= s_write1;
					end
				end
				s_write4: begin
					p0_cmd_en    <= 1'b1;
					p0_cmd_byte_addr    <= cmd_byte_addr_wr;
					cmd_byte_addr_wr <= cmd_byte_addr_wr + 4*BURST_LEN;
					p0_cmd_instr     <= 3'b000;
					state <= s_idle2;
				end
				s_idle2: begin
					burst_cnt <= BURST_LEN;
					if (calib_done==1 && read_mode==1 && (ob_count<511-BURST_LEN/2) && (cmd_byte_addr_wr != cmd_byte_addr_rd) ) begin
						state <= s_read1;
					end else begin
						state <= s_idle1;
					end
				end
				s_read1: begin
					p0_cmd_byte_addr    <= cmd_byte_addr_rd;
					cmd_byte_addr_rd <= cmd_byte_addr_rd + 4*BURST_LEN;
					p0_cmd_instr     <= 3'b001;
					p0_cmd_en    <= 1'b1;
					state <= s_read2;
				end
				s_read2: begin
					if(p0_rd_empty==0) begin
						p0_rd_en_o   <= 1'b1;
						state <= s_read3;
					end
				end
				s_read3: begin
					ob_data[31:0] <= p0_rd_data;
					if(p0_rd_empty==0) begin
						p0_rd_en_o <= 1'b1;
						state <= s_read4;
					end			
				end
				s_read4: begin
					ob_data[63:32] <= p0_rd_data;
					ob_we <= 1'b1;
					burst_cnt <= burst_cnt - 2;
					state <= s_read5;
				end
				s_read5: begin
					if (burst_cnt == 3'd0) begin
						state <= s_idle1;
					end else begin
						state <= s_read2;
					end
				end
			endcase
		end
	end
endmodule
```
==> impl_metrics.ini <==
; yosys + openroad results
[run_status]
outcome = completed

[floorplan]
row_count = 53
die_area_sq_um = 21890
die_w_microns = 148.0
fp-utilization_pct = 40.66
coreArea_sq_um = 20960
ioPinCount = 328
die-height_microns = 148.0

[final_timing]
max_slew_margin_pct = 57.47
hold_viol = 0
rsz0062_at_grt = no
fmax_ghz = 0.3384
tightest_slew_ps = 637.9
hold_ws_ps = 432.6
maxSlewViolCount = 0
period_used_pct = 49.25
fin_crit_ps = 2955
setup_ws_ps = 3045
fin_worst_skew_ps = 8.430
setup_violations = 0
finalSetupTns_ps = 0

[drt]
drtIter0Drc = 250
dr.pass1.iters = 6
vias = 6548
wl_per_cell_microns = 18.86
viasPerCell = 4.983
drt-total-wl_microns = 24790
drc = 0
drtAntennaViolNets = 0

[worst_setup_path]
crit_fanout = 11
slowest_delay_ps = 660
end_kind = output pin
crit_path_cell_trace = clkdlybuf4s50_1
start_kind = register
r2r_cells = 5
arrival_ps = 1750
r2r_slack_ps = 3430
startpoint = cmd_byte_addr_wr[6]
r2r-start = state[2]
cp_slowest_cell = dfxtp_1
critPathRequiredTime_ps = 4800
crit_family = flip-flops
crit_type = register to output pin
crit_cells = 1
cp.buffers_inverters = 1
r2r-end = cmd_byte_addr_rd[24]

[grt]
antenna_found_initial = 2
grt_pass1_vias = 6134
grt_usage_pct = 23.65
grt-ovfl-total = 0
grt_pass1_wl_microns = 37180
grt_max_degree = 50

[layout]
area_growth_pct = 44.41
post-route-util_pct = 58.72
drive_gt1_share_pct = 8.100
fin_area_sq_um = 12300
layout_top_cell = clkdlybuf4s50_1
final_cell_mix = 302 x clkdlybuf4s50_1, 101 x edfxtp_1, 98 x dfxtp_1

[placement]
gp_congestion = 0.8690
dpl_cell_area_sq_um = 11620
portBuffers = 302
dp_slack_ps = 3246
dp_hpwl_microns = 17580

[clocking]
cts_tree = built
clock-root-buffer = clkbuf_16
cts_setup_buffers = 0
cts_buffer_depth = 3
cts_resized = 0
cts-hold-fix-buffers = 0
clock_latency_ps = 500
cts_buffers = 22
clkTransAtPathRegs_ps = 60
h-tree-depth = 1
cts_num_sinks = 202

[synthesis]
synth_cell_types = 51
yosys.area.top_type = edfxtp_1
async_flop_share_pct = 0
top_cells_by_area = edfxtp_1 36%, dfxtp_1 24%, mux2_2 4.2%, nor2_1 4.0%, xnor2_1 3.7%
syn-instance-count = 743
synth_stat.cells = 743
avgSynthCellArea_sq_um = 11.47
yosys_warnings = 1
syn_area_sq_um = 8521
edf_count = 101
yosys-stat-area_sq_um = 8521
ys_ff = 202
top_cell_area_share_pct = 35.59
postSynthSeqShare_pct = 59.32
yosys_most_used_dff = edfxtp_1

[flow_run]
cap_violations = 0
log.warning_count = 29

[power_and_ir_drop]
power.density_nw_per_um2 = 233.5
switchingPower_mw = 0.5778
internal_power_mw = 2.295
swShare_pct = 20.12
pwr-share-seq_pct = 51.1
leakage_nw = 4.147
ir_worst_vdd_mv = 0.2006
pwr-share-clk_pct = 44.1
combPwrFrac_pct = 4.8

[worst_hold_path]
hold_class = register to register
hold_path_depth = 0
hp-start = state[4]
hold_end = ib_re
how the worst max path moves through the flow:
stage,end
CTS,cmd_byte_addr_wr[6]
global route,cmd_byte_addr_wr[6]
finish,cmd_byte_addr_wr[6]
power by group through the flow:
stage         Combinational (mW)  Sequential, mW  Clock [mW]
CTS                        0.139            1.47        1.30
global route               0.150            1.47        1.36
finish                     0.138            1.47        1.27
cell families (layout without fill, tap and decap cells):
logic type | after synthesis | after routing | synth area share, %
multiplexers | 60 | 60 | 7.518
adder cells (fa/ha/maj) | 3 | 3 | 0.4406
flip-flops | 202 | 202 | 59.32
XOR/XNOR | 50 | 50 | 5.140
other | 2 | 23 | 0.08814
AND-OR/OR-AND | 106 | 106 | 7.328
buffers and inverters | 85 | 360 | 5.345
AND/OR/NAND/NOR | 235 | 235 | 14.82
area by class of cell:
cell class,count,area [sq um]
fill,1769,8651
multi-input combinational,475,3103
clock buffer,29,598.1
tap,275,344.1
sequential,202,5061
antenna,2,5.005
clock inverter,11,76.32
timing repair buffer,309,3075
inverter,11,41.29
registers in the layout (all words and copies together), names as in the netlist:
name	flops
burst_cnt	5
cmd_byte_addr_rd	27
cmd_byte_addr_wr	27
ib_re	1
ob_data	64
ob_we	1
p0_cmd_byte_addr	27
p0_cmd_en	1
p0_cmd_instr	1
p0_rd_en_o	1
p0_wr_data	32
p0_wr_en	1
read_mode	1
reset_d	1
state	11
write_mode	1
stage by stage:
| step | total power, mW | std cells |
|---|---|---|
| floorplan | 1.544 | 762 |
| global placement | 1.634 | 1272 |
| detailed placement | 1.635 | 1272 |
| CTS | 2.909 | 1312 |
| global route | 2.975 | 1313 |
| finish | 2.872 | 1314 |
routing by layer:
layer / up-vias / wire length, microns / track usage [%] / part of all wire (%)
li1: 3221 / - / - / -
met1: 3064 / 10250 / 34.73 / 41
met2: 236 / 11880 / 37.26 / 48
met3: 25 / 2318 / 7.213 / 9.4
met4: 2 / 326 / 3.196 / 1.3
met5: - / 13 / 0 / 0.052
Yosys cell counts, types with 19 or more instances:
master and n:
a21oi_1 60, buf_4 26, clkbuf_1 25, dfxtp_1 101, edfxtp_1 101, mux2_2 32, mux2i_1 28, nand2_1 19
nand3_1 19, nand4_1 22, nor2_1 90, xnor2_1 36
Power figures rest on the tool's default switching activity, not on a simulated workload.
