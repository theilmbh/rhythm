File: flow/config.mk
export PLATFORM = sky130hd
export DESIGN_NAME = LED_controller
export DESIGN_NICKNAME = LED_controller
export VERILOG_FILES = /design/flow/design.v
export SDC_FILE = /design/flow/constraint.sdc
export NUM_CORES = 4
export LEC_CHECK = 1
export CORE_UTILIZATION = 50
File: flow/constraint.sdc
current_design LED_controller

set clk_period 11.8
set clk_io_pct 0.2

create_clock -name clk0 -period $clk_period [get_ports {clk}]

set non_clock_inputs [all_inputs -no_clocks]
set_input_delay [expr $clk_period * $clk_io_pct] -clock clk0 $non_clock_inputs
set_output_delay [expr $clk_period * $clk_io_pct] -clock clk0 [all_outputs]
File: flow/design.v
`timescale 1ns / 1ps
module LED_controller#(
	parameter ms_wait  	= 99,
   parameter ms_clk1_a 	= 100,
	parameter ms_clk11_a = 140
	)
	(
    output reg dat_out,
	 input wire	reset,
	 input wire clk,
	 input wire enable,
    input wire [23:0] led1,
    input wire [23:0] led2,
    input wire [23:0] led3,
    input wire [23:0] led4,
    input wire [23:0] led5,
    input wire [23:0] led6,
    input wire [23:0] led7,
    input wire [23:0] led8
    );
	reg [15:0] bit_state, LED_state;  
	reg [4:0] GRB_state;
	reg led_bit;  
	reg LED_reset;  
	reg [23:0] GRB_reg;  
	always @(posedge clk) begin  
		if (reset) begin
			bit_state <= 1'b0;
			dat_out   <= 1'b0;
		end else begin
			if (LED_reset) begin
				dat_out <= 1'b0;
			end else begin  
				if (~led_bit) begin  
					case (bit_state) 
						0: begin
							dat_out <= 1'b1;
						end
						35: begin  
							dat_out <= 1'b0;
						end
						endcase
				end else begin  
						case (bit_state) 
						0: begin
							dat_out <= 1'b1;
						end
						70: begin   
							dat_out <= 1'b0;
						end
						endcase
				end  
			end 
			if (bit_state==125)  
				bit_state<=0;	
			else 
				bit_state<=bit_state+1;
	 end
end
always @(posedge clk) begin  
		if (reset) begin
			GRB_state <= 23'b0;
		end else begin
			if (bit_state==1) begin  
				led_bit<=GRB_reg[GRB_state];  
					GRB_state<=GRB_state+1;
				if (GRB_state == 23)  
					GRB_state <= 0; 
			end
	 end
end
always @(posedge clk) begin  
		if (reset) begin
			LED_state   <= 16'b0;
		end else begin
		if (GRB_state==23 &&  bit_state==0) begin
				LED_state<=LED_state+1;  
				case (LED_state) 
					0: begin
						GRB_reg <= led1;
						LED_reset <= 1'b0;
					end
					1: begin
						GRB_reg <= led2;
					end
					2: begin
						GRB_reg <= led3;
					end
					3: begin
						GRB_reg <= led4;
					end
					4: begin
						GRB_reg <= led5;
					end
					5: begin
						GRB_reg <= led6;
					end
					6: begin
						GRB_reg <= led7;
					end
					7: begin
						GRB_reg <= led8;
					end
					8: begin   
						GRB_reg <= 24'b0;
						LED_reset <=1'b1;
					end
					9: begin
						GRB_reg <= 24'b0;
					end
					endcase
			if (LED_state == 9)  
					LED_state <= 0; 
			if (~enable)
				GRB_reg <= 24'b0;
		end
	end 
end
endmodule
File: flow/run.sh
#!/bin/bash
# OpenROAD 26Q1-2900-gdf79404cd8, Yosys 0.63+post, stock flow scripts
make -C /OpenROAD-flow-scripts/flow DESIGN_CONFIG=/design/flow/config.mk WORK_HOME=/design/flow/orfs finish
==> results.toml <==
# yosys + openroad results
[grt]
gr-usage-all-layers = 0.3728
grt_max_degree = 49
antenna_found_initial = 0
overflow = 0
grt_pass1_wl_um = 24320
grt_pass1_vias = 4696

[floorplan]
rows = 33
fp.dieW_um = 95.94
fp_util = 0.5263
core_area_um2 = 8382
die-area_um2 = 9204
die.size.y_um = 95.94
ios = 196

[setup_path]
cp_max_fo = 25
cpPeakStageDelay_ns = 0.84
cp_cell_sequence = "clkdlybuf4s50_1, o21a_1, nor3_2, buf_4"
cp-start-kind = "primary input"
cp.arrival_ns = 3.94
cp.required_ns = 11.82
slowest_stage = "clkdlybuf4s50_1"
worstReg2RegStart = "LED_state[0]"
reg2reg_slack_ns = 9.03
crit_start = "enable"
crit_type = "primary input to flop"
endpoint_kind = "flop"

[logic_synthesis]
ff_type = "dfxtp_1"
syn-instance-count = 499
ys_ff = 64
netlist_area_um2 = 4412
synth_cell_types = 55
synth-edff-count = 26
ys_cells = 499
yosys-stat-area_um2 = 4412
synth-async-reset-ratio = 0
syn_area_per_cell_um2 = 8.841
yosysSeqAreaShare = 0.3494
yosys_warnings = 1

[clocking]
clockBufferDepth = 2
cts_resized = 0
cts_hold_buf = 0
numClockSinks = 64
clockRootBuffer = "clkbuf_8"
insertion_delay_ns = 0.35
cts_made_buffers = 9
cts_tree = "built"
htree_levels = 3
cts_setup_buffers = 0
clkSlewWorstSetupHoldPaths_ns = 0.08

[route]
drc = 0
diodes = 0
wire_per_inst_um = 21.43
viasPerCell = 6.312
drt_pass1_iterations = 6
drt_wl_total_um = 16700
drt_iter0_markers = 400
antenna_left = 0
num_vias = 4917

[final_timing]
fmax_mhz = 255.1
period_needed_ns = 3.920
setup_viol = 0
fin_tns_setup_ns = 0
worst_pin_slew_ns = 0.8547
relSlewSlack = 0.4296
rsz0062_at_grt = "no"
finalCritPeriodShare = 0.3322
slew_viol_final = 0
fin_hold_ws_ns = 0.4662
fin_skew_ns = 0.01470
hold_violations = 0

[run]
openroad.warnings = 33
max-cap-violations = 0

[pwr]
power_density_nw_per_um2 = 81.51
p_leak_nw = 2.299
vdd_drop_max_v = 0.00006592

[placement]
dp.cells = 763
dp_hpwl_um = 12870
finalWeightedCongestion = 0.9281
io_buffers = 195

[finish]
area_growth_syn_to_layout_pct = 49.23
largest_reg_flops = 24
drive_gt1_frac = 0.06528
nFillCells = 558
fin_cells = 779

[min_path]
hold_start = "LED_reset"
hp-class = "flop to flop"

[outcome]
status = "complete, no violations"
## cells in the mapped netlist, types with 3 or more instances
cell / instances / share of area
nand2_1: 30 / 0.026
a22oi_1: 18 / 0.031
xor2_1: 8 / 0.016
nand4_1: 13 / 0.018
mux4_2: 6 / 0.031
nor4_1: 11 / 0.016
mux2i_1: 4 / 0.0091
clkbuf_1: 26 / 0.022
buf_4: 3 / 0.0051
nor4_2: 3 / 0.0085
o211a_1: 4 / 0.0091
a21oi_1: 29 / 0.033
xnor2_1: 20 / 0.040
o21ai_0: 18 / 0.020
nor2b_1: 3 / 0.0043
a222oi_1: 12 / 0.027
edfxtp_1: 26 / 0.18
o32a_1: 4 / 0.0091
dfxtp_1: 38 / 0.17
and3_1: 8 / 0.011
and2_1: 3 / 0.0043
a21boi_0: 3 / 0.0051
a221oi_1: 13 / 0.026
nand3_1: 30 / 0.034
o22a_1: 13 / 0.026
buf_1: 3 / 0.0026
nor3_1: 15 / 0.017
nor2_1: 47 / 0.040
a31oi_1: 7 / 0.0099
ha_1: 9 / 0.026
inv_1: 8 / 0.0068
buf_2: 10 / 0.011
a22o_1: 25 / 0.050
## worst max-delay path, delay by kind of cell
family	cells	cell delay [ns]
AOI/OAI and AO/OA	1	0.30
and+or+nand+nor	1	0.10
buffers and inverters	2	1.16
## worst paths after layout
kind / endpoint / cells after the start
worst max-delay path: GRB_reg[17] / 4
worst min register to register: dat_out / 1
worst max register to register: GRB_reg[3] / 8
worst min-delay path: dat_out / 1
## per-layer routing
layer / wire length [um] / GRT usage
met1: 6283 / 0.4917
met2: 7693 / 0.5577
met3: 2023 / 0.1622
met4: 637 / 0.1194
met5: 58 / 0.05357
## power by group
group          total [mW]  leakage [nW]  switching (mW)  internal (mW)
Combinational      0.0974          1.64          0.0277         0.0697
Clock               0.204         0.113          0.0911          0.113
Sequential          0.236         0.544         0.00419          0.231
## metrics by stage
step,power [mW],utilization,area (um^2),setup WS [ns]
6_report,0.5367,0.7855,6584,7.880
5_1_grt,0.5549,0.7855,6584,7.787
4_1_cts,0.5358,0.7855,6584,7.892
3_5_place_dp,0.3360,0.7592,6364,7.553
3_3_place_gp,0.3347,0.7592,6364,7.563
2_1_floorplan,0.2619,-,4412,7.088
## cell families (layout without fill, tap and decap cells)
group,Yosys count,count (layout),share of synthesized area
muxes,11,11,0.04226
buffers and inverters,50,225,0.04793
DFF,64,64,0.3494
adders and majority gates,9,9,0.02553
and+or+nand+nor,181,181,0.2130
xor gates and xnor gates,28,28,0.05559
AOI/OAI and AO/OA,156,156,0.2663
## layout by cell type, fill, tap and decap left out, types with 3 or more instances in the layout
cell type        synthesis  final
o22a_1                  13     13
nor4_2                   3      3
mux2i_1                  4      4
inv_1                    8      8
buf_4                    3      6
nand2_1                 30     30
mux4_2                   6      6
a222oi_1                12     12
ha_1                     9      9
nor4_1                  11     11
clkbuf_8                 0      9
clkdlybuf4s50_1          0    195
o21ai_0                 18     18
nand4_1                 13     13
and2_1                   3      3
a21oi_1                 29     29
o32a_1                   4      4
xnor2_1                 20     20
xor2_1                   8      8
nor2_1                  47     47
edfxtp_1                26     26
a21boi_0                 3      3
nor3_1                  15     14
a22oi_1                 18     18
a221oi_1                13     13
nor2b_1                  3      3
o211a_1                  4      4
a31oi_1                  7      7
a22o_1                  25     25
nand3_1                 30     30
and3_1                   8      8
dfxtp_1                 38     38
## area by class of cell
class	instances	area, um^2	area share
Clock buffer	10	148.9	0.02262
Inverter	8	30.03	0.004561
Tap cell	105	131.4	0.01995
Sequential cell	64	1541	0.2341
Multi-Input combinational cell	385	2664	0.4046
Timing Repair Buffer	201	1997	0.3033
Clock inverter	6	71.32	0.01083
Power is estimated from default activity; no workload was simulated.
